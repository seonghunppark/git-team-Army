==> ./design.v <==
`timescale 1ns / 1ps
module motion_display (
    input  logic                         motion_flag,
    input  logic                         DE,
    input  logic [                  9:0] x_pixel,
    input  logic [                  9:0] y_pixel,
    output logic [$clog2(160*120)-1 : 0] addr,
    input  logic [                 15:0] imgData,
    output logic [                  3:0] r_port,
    output logic [                  3:0] g_port,
    output logic [                  3:0] b_port
);
    logic img_display_en;
    assign img_display_en = DE && (x_pixel < 160) && (y_pixel < 120);
    assign addr = img_display_en ? (160 * y_pixel + x_pixel) : 'bz;
    assign r_port = img_display_en ? (motion_flag ? imgData[15:12] + 4'd3 : imgData[15:12]) : 0;
    assign g_port = img_display_en ? imgData[10:7] : 0;
    assign b_port = img_display_en ? imgData[4:1] : 0;
endmodule
module motion_coordinate (
    input  logic       clk,
    input  logic       reset,
    input  logic       DE,
    input  logic       h_sync,
    input  logic       v_sync,
    input  logic [9:0] x_pixel,
    input  logic [9:0] y_pixel,
    input  logic       motion_flag,
    output logic [9:0] center_x,
    output logic [9:0] center_y,
    output logic       center_valid
);
endmodule
==> ./run.sh <==
#!/bin/bash
# OpenROAD 26Q1-2900-gdf79404cd8, Yosys 0.63+post, stock flow scripts
make -C /OpenROAD-flow-scripts/flow DESIGN_CONFIG=/design/flow/config.mk WORK_HOME=/design/flow/orfs finish
==> ./config.mk <==
export PLATFORM = sky130hd
export DESIGN_NAME = motion_display
export DESIGN_NICKNAME = motion_display
export VERILOG_FILES = /design/flow/design.v
export SDC_FILE = /design/flow/constraint.sdc
export NUM_CORES = 4
export LEC_CHECK = 1
export CORE_AREA = 10 10 78 78
export DIE_AREA = 0 0 88 88
==> ./constraint.sdc <==
current_design motion_display

set clk_period 3.7
set clk_io_pct 0.2

create_clock -name clk0 -period $clk_period

set non_clock_inputs [all_inputs -no_clocks]
set_input_delay [expr $clk_period * $clk_io_pct] -clock clk0 $non_clock_inputs
set_output_delay [expr $clk_period * $clk_io_pct] -clock clk0 [all_outputs]
==> ci_impl_report.md <==
### Metrics collected by this job

| Metric | Value |
|---|---|
| Outcome | `completed` |
| Flop count | `0` |
| WL final | `2990 um` |
| Critical-path top delay cell | `clkdlybuf4s50_1` |
| Slew @ Worst Pin | `around 0.35 ns` |
| Seq. cell area | `0 um2` |
| Synthesized area | `roughly 850 um2` |
| Via count | `1024` |
| DRC Markers | `0` |
| Number of global-route vias before repair | `988` |
| Total power | `0.348 mW` |
| Antenna cells | `0` |
| Core Box Area | `0.00441 mm2` |
| DRT Pass-1 Iters | `4` |
| Design area | `0.00178 mm2` |
| Hold_ws | `1.48 ns` |
| Dominant cells by area after synthesis | `ha_1, xnor2_1, and2_1` |
| Dpl hpwl | `2580 um` |
| Vias per inst | `roughly 4.3` |
| Number of clock buffers in the layout | `0` |
| Worst hold-check path type | `in -> out` |
| Per-instance average area after synthesis | `8.01 um2` |
| Pre-CTS WS | `-0.777 ns` |
| Proportion of layout cells with a drive suffix above 1 | `0.339` |
| Final hold vios | `0` |
| Slowest stage delay, CP | `0.49 ns` |
| Basic Gates by Area | `0.252` |
| Initial antenna violation count | `0` |
| Yosys Instances | `~110` |
| CP Launch Point | `y_pixel[7]` |
| Global-route wire length before repair | `4400 um` |
| Post-synth top area cell | `ha_1` |
| Cycle use final | `0.973` |
| Pre-Place Util | `0.192` |
| Hold_sp | `x_pixel[0]` |
| Required time of the critical path | `2.96 ns` |
| Die height | `88 um` |
| Full die area | `0.00774 mm2` |
| Endpoint type of the worst setup path | `output pin` |
| Adder Area Share | `0.327` |
| PD cells | `between 150 and 200 mW/mm2` |
| Tool warnings | `37` |
| Number of routed nets with antenna violations | `0` |
| Crit path arrival time | `2.86 ns` |
| Hold buffers post-CTS | `0` |
| Synth Warn # | `1` |
| Non-filler cells, final | `238` |
| Area after DPL | `0.00163 mm2` |
| DR WL/cell | `around 13 um` |
| Final max-slew violation count | `0` |
| Worst slew margin | `0.764` |
| Largest net degree at the start of global routing | `9` |
| GPL Wtd Cong | `0.818` |
| MUX area fraction | `0.0133` |
| Num rows | `24` |
| Yosys top cell by instances | `ha_1` |
| Startpoint types | `input pin` |
| Max_cap viols | `0` |
| Dominant combinational family | `adder cells` |
| GRT Total Usage | `0.0676` |
| Crit Path Max Fanout | `5` |
| Area delta synth->final | `109%` |
| Seq/Total Area, Yosys | `0` |
| Area reported by Yosys stat | `850 um2` |
| XOR/XNOR share of the synthesized area | `0.144` |
| Final setup viols | `0` |
| Fin crit period | `3.60 ns` |
| Final worst slack | `0.102 ns` |
| Distinct cells, synth | `31` |
| I/O pin count | `65` |
| Synth Area in Compound Gates | `0.189` |
| P_leak | `0.751 nW` |
| Commonest cells in the netlist | `ha_1, nor2_1, xnor2_1` |
| Max-area cell share | `0.280` |
| Cells after DPL | `236` |
| First DRT Iteration DRCs | `43` |
| Grt ovf | `0` |
| Port bufs | `~50` |
| Die width | `88 um` |
| CP Class | `in -> out` |
| Peak VDD IR | `0.000103 V` |
| Post-Synthesis Cells | `106` |
| Crit-path cells | `clkdlybuf4s50_1 > ha_1 > ha_1 > and3b_1 > a21oi_1 > nand4b_1 > buf_4 > buf_4 > xnor2_1 > buf_2` |
| Fmax | `~0.28 GHz` |
-- area by class of cell --
class                           instances  area [um2]
Multi-Input combinational cell         94         958
Timing Repair Buffer                   85         729
Tap cell                               52        65.1
Inverter                                7        26.3
Fill cell                             431        2640
-- timing repair --
action | CTS | global route
gates resized | 34 | 20
setup endpoints to repair | 6 | 5
pin swaps | 11 | 10
setup buffers | 2 | 0
-- stage by stage --
step           setup TNS, ns   util
2_1_floorplan              0      -
3_3_place_gp           -3.57  0.369
3_5_place_dp           -3.69  0.369
4_1_cts             -0.00767  0.393
5_1_grt              -0.0287  0.403
6_report                   0  0.403
-- worst max-delay path, delay by kind of cell --
family                   cells  cell delay, ns
XOR/XNOR                     1            0.13
AND-OR/OR-AND                1            0.12
AND/OR/NAND/NOR              2            0.37
adder cells (fa/ha/maj)      2            0.61
buffers and inverters        4            0.88
-- layout by cell type (no fill, tap or decap), drive strengths merged --
master / n
o21bai: 1
nand4b: 2
or2b: 1
ha: 19
a21boi: 1
xnor2: 12
o21ai: 5
and2: 9
dlygate4sd2: 5
nand3b: 1
nor4: 1
clkbuf: 3
xor2: 2
clkdlybuf4s50: 38
a211oi: 4
inv: 7
fa: 2
a21oi: 4
and4: 1
nand2: 1
nor2: 13
buf: 38
dlymetal6s2s: 1
nor2b: 2
nand4: 2
o211ai: 3
and3b: 1
a21o: 3
a311o: 1
mux2: 1
nor4b: 2
-- worst paths after layout --
path / endpoint / cells after the start / slack, ns
max: addr[13] / 10 / 0.10
min: addr[0] / 0 / 1.48
-- per-layer routing --
metal,share of wire,up-vias,global-route usage
met4,0,0,0.00290
li1,-,542,-
met1,0.44,465,0.0945
met5,0,-,0
met3,0.046,0,0.0122
met2,0.51,17,0.111
-- cell families after synthesis --
group | after synthesis
multiplexers | 1
adder cells (fa/ha/maj) | 21
AND/OR/NAND/NOR | 36
AND-OR/OR-AND | 22
buffers and inverters | 12
XOR/XNOR | 14
-- power breakdown --
part           total [mW]  switching (mW)  internal (mW)
combinational       0.348           0.129          0.220
sequential              0               0              0
clock                   0               0              0
Power is estimated from default activity; no workload was simulated.
