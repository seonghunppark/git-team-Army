### flow/design.v
`timescale 1ns / 1ps
module VGA_Syncher (
    input  logic       clk,
    input  logic       reset,
    output logic       h_sync,
    output logic       v_sync,
    output logic       DE,
    output logic [9:0] x_pixel,
    output logic [9:0] y_pixel
);
    logic [9:0] h_counter;
    logic [9:0] v_counter;
    pixel_counter U_Pixel_Counter (.*);
    vgaDecoder U_VGA_Decoder (.*);
endmodule
module pixel_counter (
    input  logic       clk,
    input  logic       reset,
    output logic [9:0] h_counter,
    output logic [9:0] v_counter
);
    localparam H_MAX = 800, V_MAX = 525;
    always_ff @(posedge clk, posedge reset) begin
        if (reset) begin
            h_counter <= 0;
        end else begin
            if (h_counter == H_MAX - 1) begin
                h_counter <= 0;
            end else begin
                h_counter <= h_counter + 1;
            end
        end
    end
    always_ff @(posedge clk, posedge reset) begin
        if (reset) begin
            v_counter <= 0;
        end else begin
            if (h_counter == H_MAX - 1) begin
                if (v_counter == V_MAX - 1) begin
                    v_counter <= 0;
                end else begin
                    v_counter <= v_counter + 1;
                end
            end
        end
    end
endmodule
module vgaDecoder (
    input  logic [9:0] h_counter,
    input  logic [9:0] v_counter,
    output logic       h_sync,
    output logic       v_sync,
    output logic       DE,
    output logic [9:0] x_pixel,
    output logic [9:0] y_pixel
);
    localparam H_Visible_area = 640;
    localparam H_Front_porch = 16;
    localparam H_Sync_pulse = 96;
    localparam H_Back_porch = 48;
    localparam V_Visible_area = 480;
    localparam V_Front_porch = 10;
    localparam V_Sync_pulse = 2;
    localparam V_Back_porch = 33;
    assign h_sync = !((h_counter >= H_Visible_area + H_Front_porch) && (h_counter < H_Visible_area + H_Front_porch + H_Sync_pulse));
    assign v_sync = !((v_counter >= V_Visible_area + V_Front_porch) && (v_counter < V_Visible_area + V_Front_porch + V_Sync_pulse));
    assign DE = (h_counter < H_Visible_area) && (v_counter < V_Visible_area);
    assign x_pixel = h_counter;
    assign y_pixel = v_counter;
endmodule
### flow/run.sh
#!/bin/bash
# OpenROAD 26Q1-2900-gdf79404cd8, Yosys 0.63+post, stock flow scripts
make -C /OpenROAD-flow-scripts/flow DESIGN_CONFIG=/design/flow/config.mk WORK_HOME=/design/flow/orfs finish
### flow/config.mk
export PLATFORM = sky130hd
export DESIGN_NAME = VGA_Syncher
export DESIGN_NICKNAME = VGA_Syncher
export VERILOG_FILES = /design/flow/design.v
export SDC_FILE = /design/flow/constraint.sdc
export NUM_CORES = 4
export LEC_CHECK = 1
export CORE_AREA = 10 10 108 108
export DIE_AREA = 0 0 118 118
### flow/constraint.sdc
current_design VGA_Syncher

set clk_period 3.9
set clk_io_pct 0.2

create_clock -name clk0 -period $clk_period [get_ports {clk}]

set non_clock_inputs [all_inputs -no_clocks]
set_input_delay [expr $clk_period * $clk_io_pct] -clock clk0 $non_clock_inputs
set_output_delay [expr $clk_period * $clk_io_pct] -clock clk0 [all_outputs]
==> notes.md <==
Update from the flow run.

Based on the critical path, the design can be clocked at up to 398 MHz. On the worst setup and hold paths after CTS, the clock-pin slew comes to 0.07 ns. For this run, the leading register cell type out of synthesis is sky130_fd_sc_hd__dfrtp_1. From bottom edge to top edge, the die measures 118 um.

The synthesis run shows the most used standard cells to be sky130_fd_sc_hd__dfrtp_1 (20), sky130_fd_sc_hd__nor2_1 (13), sky130_fd_sc_hd__inv_1 (8), sky130_fd_sc_hd__nand4_1 (8), sky130_fd_sc_hd__xnor2_1 (6). The HPWL after detailed placement is 2220 um. The all-layer global routing usage is 0.0404. The mapped netlist covers 0.00111 mm2.

Clock tree synthesis inserted a total of 3 buffers. The number of sinks driven by the clock tree is 20. Counting instances, the worst hold path has a depth of 1. The run finished with clean final reports. The power per standard cell area is 225 mW/mm2.

CTS reports a maximum clock tree buffer depth of 2. The clock insertion delay at the later pin of the skew report is 0.25 ns. Per the final report, max-transition violations number 0. The mean number of vias per cell is 3.41.

The count of nets left with antenna violations once routing finished came out at 0. The clock root buffer is sky130_fd_sc_hd__clkbuf_8. For the final routed database, the setup TNS stands at 0 ns. The count of warning messages emitted by the tools is 28. The netlist uses 34 different library cells. After technology mapping, the gate count stands at 107. For this run the top cell type by instance count after synthesis was sky130_fd_sc_hd__dfrtp_1. The number of input and output port buffers inserted is 24. The pre-CTS setup slack is 1.67 ns. The share of the Yosys chip area taken by registers is 0.452.

Setup repair after global routing left no endpoint under its margin. The die covers 0.0139 mm2. The kind of launch point of the worst setup path is a flip-flop.

Looking at the max-slew report, the worst-margin pin has a slew of 0.826 ns. The report lists the number of cells resized after CTS as 0. For the finished layout, the period the worst path requires is 2.51 ns. The global-route wire length before repair is 4640 um. Per the run summary, max-cap violations total 0. The power after layout is 0.344 mW. The post-synthesis sequential element count is 20. The first routing iteration left 48 violations. In the finished design, the share of the clock period the worst path needs comes to 0.644. Per the OpenROAD floorplan log, the width of the die is 118 um. For this run, the slowest stage of the critical path takes 0.49 ns. After global routing the overflow that remains totals 0. The filler cells instantiated in the layout total 1065. Counting the warning lines in the Yosys log gives 1. The kind of critical path is reg2out. Between clock sinks in the finished design, the worst skew comes to 0.00107 ns. Dividing the detail-routed wire length by the instance count gives 11.0 um. The report lists the cells along the critical path as and3_1 > and2_1 > nor3_1 > clkdlybuf4s50_1. The number of buffers and inverters on the critical path is 1.

The family with the most delay on the worst path is simple AND/OR/NAND/NOR gates. Between the synthesized netlist and the finished layout, the area growth was recorded as 38.0%. The cell type contributing the most total cell area after synthesis is sky130_fd_sc_hd__dfrtp_1. The fraction of final layout cells with drive strength greater than 1 is 0.114. The final count of negative-setup-slack endpoints is 0. The site row count is 35.

The final route contains 890 vias. The arrival time of data at the worst endpoint is listed as 1.73 ns. The yosys stat chip area is 0.00111 mm2. Yosys attributes the largest share of cell area to sky130_fd_sc_hd__dfrtp_1 (45%), sky130_fd_sc_hd__xnor2_1 (4.7%), sky130_fd_sc_hd__ha_1 (4.5%). Headroom to the max-slew limit came out at 0.442. In this run the number of H-tree levels came out at 1. After detailed routing, the number of remaining DRC violations is 0. On the critical path, the stage with the largest delay is an instance of sky130_fd_sc_hd__clkdlybuf4s50_1. The number of hold-repair buffers added at the cts stage is 0. The TritonCTS clock tree is yes.

The largest fanout of any net on the critical path is 6. The global placement routability congestion is 0.818. After layout, the worst setup slack is 1.39 ns.

Counting flops with an async set or reset pin after synthesis yields a share of 1.00. The initial antenna violation count came to 0. According to the I/O placement log, the pin count is 25. Wires add up to 2860 um. The number of global-route vias before repair came to 874.

Yosys mapped a number of flops with a built-in enable equal to 0. The synth_stat.txt file lists the number of cells as 107. The final count of hold timing violations is 0. In this run the static leakage power is 0.652 nW. The share of synthesized area in the top cell type comes to 0.452. The average cell area after synthesis is 10.3 um2. The effective utilization at floorplan is 0.119.

Buffers added to address setup during post-CTS repair amount to 0. The iteration count recorded for the first detailed-route pass is 4. The worst hold-check path type is reg2reg. The worst endpoint required time is 3.12 ns. The highest supply drop recorded on VDD is 0.0819 mV. According to the floorplan report, the placeable core area is 0.00928 mm2. Per the detail_route report, inserted antenna diodes total 0. The worst setup path is captured at an output port.

The STA report counts the stages on the worst setup path as 4. The largest net degree at the start of global routing is 21. Counting cells, the worst reg-to-reg path comes to 5.
==> flip-flops by register name, indices dropped and copies added (netlist names) <==
name,flops
U_Pixel_Counter.v_counter,10
U_Pixel_Counter.h_counter,10
==> routing by layer <==
layer / GRT usage / vias up / wire length, um
li1: - / 432 / -
met1: 0.0458 / 436 / 1170
met2: 0.0703 / 18 / 1460
met3: 0.0136 / 4 / 177
met4: 0.0116 / 0 / 59
met5: 0 / - / 0
==> final timing paths <==
| kind | start | end | slack (ns) |
|---|---|---|---|
| worst max-delay path | U_Pixel_Counter.v_counter[5] | DE | 1.39 |
| max in group asynchronous | reset | U_Pixel_Counter.v_counter[4] | 2.43 |
| worst min register to register | U_Pixel_Counter.v_counter[8] | U_Pixel_Counter.v_counter[8] | 0.51 |
| min in group asynchronous | reset | U_Pixel_Counter.h_counter[0] | 0.98 |
| worst min-delay path | U_Pixel_Counter.v_counter[8] | U_Pixel_Counter.v_counter[8] | 0.51 |
| worst max register to register | U_Pixel_Counter.h_counter[0] | U_Pixel_Counter.v_counter[4] | 1.82 |
==> area by class of cell <==
type                       instances  area [um2]  share of cell area
timing repair buffer              24         240               0.157
inverter                           8        30.0              0.0197
multi-input combinational         77         554               0.363
sequential                        20         500               0.328
clock buffer                       3        41.3              0.0270
tap                              129         161               0.106
==> where the power goes <==
| group | internal, mW | switching, mW | total (mW) |
|---|---|---|---|
| combinational | 0.000926 | 0.00416 | 0.00509 |
| clock | 0.0686 | 0.0632 | 0.132 |
| sequential | 0.207 | 0 | 0.207 |
==> layout by cell type (no fill, tap or decap), drive strengths merged <==
| cell type | netlist | final |
|---|---|---|
| a22o | 3 | 3 |
| a221oi | 1 | 1 |
| nor2 | 14 | 14 |
| nor4bb | 1 | 1 |
| or3b | 1 | 1 |
| nand4 | 8 | 8 |
| or2 | 1 | 1 |
| dfrtp | 20 | 20 |
| a31oi | 1 | 1 |
| a41o | 1 | 1 |
| mux2 | 2 | 2 |
| ha | 4 | 4 |
| nand2 | 3 | 3 |
| nand4b | 1 | 1 |
| clkdlybuf4s50 | 0 | 24 |
| clkbuf | 0 | 3 |
| xnor2 | 6 | 6 |
| or4 | 1 | 1 |
| nand3 | 4 | 4 |
| inv | 8 | 8 |
| nor2b | 2 | 2 |
| and3 | 4 | 4 |
| xor2 | 5 | 5 |
| nor4 | 2 | 2 |
| o21a | 1 | 1 |
| a41oi | 1 | 1 |
| and2 | 2 | 2 |
| o21ai | 3 | 3 |
| nor3 | 5 | 5 |
==> logic make-up (layout without fill, tap and decap cells) <==
group	count (synthesis)	in the layout	synth area share
XOR/XNOR	11	11	0.0870
adder cells (fa/ha/maj)	4	4	0.0452
flip-flops	20	20	0.452
AND/OR/NAND/NOR	49	49	0.272
AND-OR/OR-AND	11	11	0.0757
multiplexers	2	2	0.0203
buffers and inverters	10	35	0.0475
==> per-stage QoR <==
step | instance area, um2 | instances | utilization | hold WS (ns)
floorplan | 1110 | 107 | - | 0.450
global placement | 1490 | 258 | 0.160 | 0.496
detailed placement | 1490 | 258 | 0.160 | 0.500
CTS | 1530 | 261 | 0.165 | 0.514
global route | 1530 | 261 | 0.165 | 0.544
finish | 1530 | 261 | 0.165 | 0.505
No activity file was given, so power comes from the tool's default toggle rates.
