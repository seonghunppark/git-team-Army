--- run.sh ---
#!/bin/bash
# OpenROAD 26Q1-2900-gdf79404cd8, Yosys 0.63+post, stock flow scripts
make -C /OpenROAD-flow-scripts/flow DESIGN_CONFIG=/design/flow/config.mk WORK_HOME=/design/flow/orfs finish
--- config.mk ---
export PLATFORM = sky130hd
export DESIGN_NAME = SCCB_MASTER
export DESIGN_NICKNAME = SCCB_MASTER
export VERILOG_FILES = /design/flow/design.v
export SDC_FILE = /design/flow/constraint.sdc
export NUM_CORES = 4
export LEC_CHECK = 1
export CORE_UTILIZATION = 40
--- constraint.sdc ---
current_design SCCB_MASTER

set clk_period 3.1
set clk_io_pct 0.2

create_clock -name clk0 -period $clk_period [get_ports {clk}]

set non_clock_inputs [all_inputs -no_clocks]
set_input_delay [expr $clk_period * $clk_io_pct] -clock clk0 $non_clock_inputs
set_output_delay [expr $clk_period * $clk_io_pct] -clock clk0 [all_outputs]
--- design.v ---
module SCCB_MASTER (
    input  logic clk,
    input  logic reset,
    output logic SCL,
    output logic SDA
);
    wire I2C_clk_400khz;
    wire I2C_clk_en;
    wire [7:0] addr;
    wire [15:0] dataRom;
    logic startSig;
    always @(posedge clk or posedge reset) begin
        if (reset) begin
            startSig = 1;
        end else begin
            startSig = 0;
        end
    end
    I2C_clk_gen U_I2C_clk_gen (
        .clk           (clk),
        .reset         (reset),
        .I2C_clk_en    (I2C_clk_en),
        .I2C_clk_400khz(I2C_clk_400khz)
    );
    SCCB_controlUnit U_SCCB_controlUnit (
        .clk           (clk),
        .reset         (reset),
        .startSig      (startSig),
        .I2C_clk_400khz(I2C_clk_400khz),
        .initData      ({8'h42, dataRom}),
        .SCL           (SCL),
        .SDA           (SDA),
        .I2C_clk_en    (I2C_clk_en),
        .addr          (addr)
    );
    OV7670_config_rom U_OV7670_config_rom (
        .clk (clk),
        .addr(addr),
        .dout(dataRom)
    );
endmodule
module SCCB_controlUnit (
    input  logic        clk,
    input  logic        reset,
    input  logic        I2C_clk_400khz,
    input  logic [23:0] initData,
    input               startSig,
    output logic        SCL,
    output logic        SDA,
    output logic        I2C_clk_en,
    output logic [ 7:0] addr
);
    typedef enum {
        SCL_IDLE,
        SCL_START,
        SCL_H2L,
        SCL_L2L,
        SCL_L2H,
        SCL_H2H,
        SCL_STOP
    } scl_e;
    typedef enum {
        SDA_IDLE,
        SDA_START,
        DEVICE_ID,
        ADDRESS_REG,
        DATA_REG,
        SDA_STOP
    } sda_e;
    scl_e scl_state;
    sda_e sda_state, sda_state_next;
    logic [5:0] bitCount, bitCount_next;
    logic [5:0] dataBit, dataBit_next;
    logic r_scl;
    logic r_sda, r_sda_next;
    logic r_I2C_clk_en;
    logic [7:0] r_addr, r_addr_next;
    logic initProcess, initProcess_next;
    assign SCL = r_scl;
    assign SDA = r_sda;
    assign I2C_clk_en = r_I2C_clk_en;
    assign addr = r_addr;
    always_ff @(posedge clk) begin : SCL_FSM_sequen
        if (reset) begin
            scl_state    <= SCL_IDLE;
            r_scl        <= 1'b1;
            r_I2C_clk_en <= 0;
        end else begin
            case (scl_state)
                SCL_IDLE: begin
                    if (sda_state == SDA_START) begin
                        r_I2C_clk_en <= 1'b1;
                        scl_state <= SCL_START;
                    end
                end
                SCL_START: begin
                    if (I2C_clk_400khz) begin
                        r_scl <= 1'b0;
                        scl_state <= SCL_H2L;
                    end
                end
                SCL_H2L: begin
                    if (I2C_clk_400khz) begin
                        r_scl <= 1'b0;
                        scl_state <= SCL_L2L;
                    end
                end
                SCL_L2L: begin
                    if (I2C_clk_400khz) begin
                        r_scl <= 1'b1;
                        scl_state <= SCL_L2H;
                    end
                end
                SCL_L2H: begin
                    if (I2C_clk_400khz) begin
                        if (sda_state == SDA_STOP) begin
                            r_scl <= 1'b1;
                            scl_state <= SCL_STOP;
                        end else begin
                            r_scl <= 1'b1;
                            scl_state <= SCL_H2H;
                        end
                    end
                end
                SCL_H2H: begin
                    if (I2C_clk_400khz) begin
                        r_scl <= 1'b0;
                        scl_state <= SCL_H2L;
                    end
                end
                SCL_STOP: begin
                    if (I2C_clk_400khz) begin
                        if (initProcess) begin
                            r_I2C_clk_en <= 1'b1;
                        end else begin
                            r_I2C_clk_en <= 1'b0;
                        end
                        r_scl <= 1'b1;
                        scl_state <= SCL_IDLE;
                    end
                end
            endcase
        end
    end
    always_ff @(posedge clk) begin : SDA_FSM
        if (reset) begin
            r_sda       <= 1'b1;
            sda_state   <= SDA_IDLE;
            bitCount    <= 0;
            dataBit     <= 23;
            r_addr      <= 0;
            initProcess <= 0;
        end else begin
            sda_state   <= sda_state_next;
            bitCount    <= bitCount_next;
            dataBit     <= dataBit_next;
            r_sda       <= r_sda_next;
            r_addr      <= r_addr_next;
            initProcess <= initProcess_next;
        end
    end
    always_comb begin : SDA_FSM_comb
        r_sda_next = r_sda;
        sda_state_next = sda_state;
        bitCount_next = bitCount;
        dataBit_next = dataBit;
        initProcess_next = initProcess;
        r_addr_next = r_addr;
        case (sda_state)
            SDA_IDLE: begin
                if (startSig) begin
                    initProcess_next = 1;
                    r_sda_next = 1'b0;
                    sda_state_next = SDA_START;
                end else if (initProcess) begin
                    if (I2C_clk_400khz) begin
                        r_sda_next = 1'b0;
                        sda_state_next = SDA_START;
                    end
                end
            end
            SDA_START: begin
                if (scl_state == SCL_H2L) sda_state_next = DEVICE_ID;
            end
            DEVICE_ID: begin
                case (scl_state)
                    SCL_H2L: begin
                        if (I2C_clk_400khz) begin
                            if (bitCount == 9) begin
                                bitCount_next = 1;
                                r_sda_next = initData[dataBit];
                                dataBit_next = dataBit - 1;
                                sda_state_next = ADDRESS_REG;
                            end else if (bitCount == 8) begin
                                r_sda_next = 1'bx;
                                bitCount_next = bitCount + 1;
                            end else if (bitCount < 8) begin
                                dataBit_next = dataBit - 1;
                                r_sda_next = initData[dataBit];
                                bitCount_next = bitCount + 1;
                            end
                        end
                    end
                    SCL_L2L: r_sda_next = r_sda;
                    SCL_L2H: r_sda_next = r_sda;
                    SCL_H2H: r_sda_next = r_sda;
                endcase
            end
            ADDRESS_REG: begin
                case (scl_state)
                    SCL_H2L: begin
                        if (I2C_clk_400khz) begin
                            if (bitCount == 9) begin
                                bitCount_next = 1;
                                r_sda_next = initData[dataBit];
                                dataBit_next = dataBit - 1;
                                sda_state_next = DATA_REG;
                            end else if (bitCount == 8) begin
                                r_sda_next = 1'bx;
                                bitCount_next = bitCount + 1;
                            end else if (bitCount < 8) begin
                                r_sda_next = initData[dataBit];
                                dataBit_next = dataBit - 1;
                                bitCount_next = bitCount + 1;
                            end
                        end
                    end
                    SCL_L2L: r_sda_next = r_sda;
                    SCL_L2H: r_sda_next = r_sda;
                    SCL_H2H: r_sda_next = r_sda;
                endcase
            end
            DATA_REG: begin
                case (scl_state)
                    SCL_H2L: begin
                        if (I2C_clk_400khz) begin
                            if (bitCount == 9) begin
                                bitCount_next = 1;
                                r_sda_next = initData[dataBit];
                                bitCount_next = 0;
                                dataBit_next = 23;
                                r_sda_next = 0;
                                sda_state_next = SDA_STOP;
                            end else if (bitCount == 8) begin
                                r_sda_next = 1'bx;
                                bitCount_next = bitCount + 1;
                            end else if (bitCount < 8) begin
                                r_sda_next = initData[dataBit];
                                if (dataBit == 0) dataBit_next = dataBit;
                                else dataBit_next = dataBit - 1;
                                bitCount_next = bitCount + 1;
                            end
                        end
                    end
                    SCL_L2L: r_sda_next = r_sda;
                    SCL_L2H: r_sda_next = r_sda;
                    SCL_H2H: r_sda_next = r_sda;
                endcase
            end
            SDA_STOP: begin
                case (scl_state)
                    SCL_L2L: r_sda_next = 0;
                    SCL_L2H: begin
                        if (I2C_clk_400khz) begin
                            if ((r_addr < 75) && (r_addr >= 0)) begin
                                r_addr_next = r_addr + 1;
                                initProcess_next = 1;
                            end else begin
                                initProcess_next = 0;
                            end
                            r_sda_next = 1'b1;
                            bitCount_next = 0;
                            dataBit_next = 23;
                            sda_state_next = SDA_IDLE;
                        end
                    end
                    SCL_H2H: r_sda_next = r_sda;
                endcase
            end
        endcase
    end
endmodule
module I2C_clk_gen (
    input  logic clk,
    input  logic reset,
    input  logic I2C_clk_en,
    output logic I2C_clk_400khz
);
    logic [$clog2(250):0] counter;   
    always_ff @(posedge clk) begin : I2C_clk_400khz_gen
        if (reset) begin
            I2C_clk_400khz <= 0;
            counter <= 0;
        end else begin
            if (I2C_clk_en) begin
                if (counter == 250) begin
                    I2C_clk_400khz <= 1;
                    counter <= 0;
                end else begin
                    I2C_clk_400khz <= 0;
                    counter <= counter + 1;
                end
            end else begin
                I2C_clk_400khz <= 0;
                counter <= 0;
            end
        end
    end
endmodule
module OV7670_config_rom (
    input logic clk,
    input logic [7:0] addr,
    output logic [15:0] dout
);
    always @(posedge clk) begin
        case (addr)
            0: dout <= 16'h12_80;   
            1: dout <= 16'hFF_F0;   
            2:
            dout <= 16'h12_14;   
            3: dout <= 16'h11_80;   
            4: dout <= 16'h0C_04;   
            5: dout <= 16'h3E_1A;   
            6: dout <= 16'h04_00;   
            7: dout <= 16'h40_d0;   
            8: dout <= 16'h3a_04;   
            9: dout <= 16'h14_18;   
            10: dout <= 16'h4F_B3;   
            11: dout <= 16'h50_B3;   
            12: dout <= 16'h51_00;   
            13: dout <= 16'h52_3d;   
            14: dout <= 16'h53_A7;   
            15: dout <= 16'h54_E4;   
            16: dout <= 16'h58_9E;   
            17:
            dout <= 16'h3D_C0;  
            18: dout <= 16'h17_15;   
            19:
            dout <= 16'h18_03;  
            20: dout <= 16'h32_00;   
            21: dout <= 16'h19_01;   
            22: dout <= 16'h1A_4B;   
            23: dout <= 16'h03_00;   
            24: dout <= 16'h0F_41;   
            25:
            dout <= 16'h1E_00;  
            26: dout <= 16'h33_0B;   
            27: dout <= 16'h3C_78;   
            28: dout <= 16'h69_00;   
            29: dout <= 16'h74_00;   
            30:
            dout <= 16'hB0_84;  
            31: dout <= 16'hB1_0c;   
            32: dout <= 16'hB2_0e;   
            33: dout <= 16'hB3_80;   
            34: dout <= 16'h70_3a;
            35: dout <= 16'h71_35;
            36: dout <= 16'h72_11;
            37: dout <= 16'h73_f1;
            38: dout <= 16'ha2_02;
            39: dout <= 16'h7a_20;
            40: dout <= 16'h7b_10;
            41: dout <= 16'h7c_1e;
            42: dout <= 16'h7d_35;
            43: dout <= 16'h7e_5a;
            44: dout <= 16'h7f_69;
            45: dout <= 16'h80_76;
            46: dout <= 16'h81_80;
            47: dout <= 16'h82_88;
            48: dout <= 16'h83_8f;
            49: dout <= 16'h84_96;
            50: dout <= 16'h85_a3;
            51: dout <= 16'h86_af;
            52: dout <= 16'h87_c4;
            53: dout <= 16'h88_d7;
            54: dout <= 16'h89_e8;
            55: dout <= 16'h13_e0;   
            56: dout <= 16'h00_00;   
            57: dout <= 16'h10_00;   
            58: dout <= 16'h0d_40;   
            59: dout <= 16'h14_18;   
            60: dout <= 16'ha5_05;   
            61: dout <= 16'hab_07;   
            62: dout <= 16'h24_95;   
            63: dout <= 16'h25_33;   
            64: dout <= 16'h26_e3;   
            65: dout <= 16'h9f_78;   
            66: dout <= 16'ha0_68;   
            67: dout <= 16'ha1_03;   
            68: dout <= 16'ha6_d8;   
            69: dout <= 16'ha7_d8;   
            70: dout <= 16'ha8_f0;   
            71: dout <= 16'ha9_90;   
            72: dout <= 16'haa_94;   
            73: dout <= 16'h13_e7;   
            74: dout <= 16'h69_07;
            default: dout <= 16'hFF_FF;   
        endcase
    end
endmodule
==> Changelog: implementation <==
## Flow update

- Status: completed
- CP Data Required Time: 3320 ps
- Hold path cells: 1
- Die footprint: 12500 µm²
- I/O pin cnt: 4
- Clock latency (worst-skew pair): 330 ps
- Comb pwr share: 1.8%
- Die height: 112 µm
- CTS tree: yes
- Die W: 112 µm
- R2r setup slk: 630 ps
- Critical Path Source Type: flop
- Yosys synthesis chip area: 4830 µm²
- Antenna Cells: 0
- Share of layout cells above drive strength 1: 8.95%
- Hold Path Class: reg -> reg
- Post-CTS Setup Inserts: 0
- Area Growth Syn to Fin: 8.15%
- CTS Sinks: 64
- Total track usage: 20.9%
- DRC violations left: 0
- Ys async rst share: 1.56%
- Final period utilization: 79.8%
- Max cap viols: 0
- # port buffers: 3
- CP Max Fanout: 19
- Reg2Reg Launch Point: U_SCCB_controlUnit.r_addr[2]
- Max stage delay on crit path: 580 ps
- Final setup fails: 0
- Setup TNS: 0 ps
- Min Tclk post-route: 2470 ps
- DRT Wirelength: 12500 µm
- Primary FF master, synth: dfxtp_1
- Yosys top cell area share: 26.1%
- Sequential cell fraction of total power: 40.6%
- Net Sw Frac: 20.6%
- Worst Reg-to-Reg Cells: 6
- Synth Area in Compound Gates: 26.1%
- TritonRoute pass-1 iters: 6
- Average cell area after synthesis: 8.06 µm²
- Adder Share, Synth: 8.28%
- Wire per inst: 17.3 µm
- EDFF count, synth: 0
- Vias in the first global route: 4041
- Slew Viols, Final: 0
- Core box area: 11600 µm²
- Routability cong.: 1.00
- Syn. warnings: 4
- Synthesized registers: 64
- Switching pwr: 0.425 mW
- Worst-path clk slew: 60 ps
- FMAX: 404 MHz
- Final Hold Violating Endpoints: 0
- Unrepaired setup endpoints after global routing: false
- CP arrival: 2690 ps
- Row cnt: 39
- Worst clock skew: 7.84 ps
- CP max-delay cell: dfxtp_2
- Worst vdd ir: 0.269 mV
- Post-synthesis sequential area ratio: 26.6%
- Initial DRC count: 499
- And+or+nand+nor area frac: 22.4%
- CTS H-tree depth: 3
- Vias per cell: 6.06
- Top cells by count, synth: dfxtp_1 (63), nor2_1 (55), a21oi_1 (50), nand2_1 (47), ha_1 (32)
- P per Cell Area: 396 nW/µm²
- # hold bufs at CTS: 0
- Relative slew slack: 41.8%
- Pin count of the biggest net entering global routing: 81
- Worst setup path startpoint: U_SCCB_controlUnit.r_addr[2]
- MUX area fraction: 6.65%
- Synth Instances: 600
- LEAKAGE: 1.99 nW
- Cell Type Count: 76
- Post_cts resized: 0
- Remaining Overflow, GRT: 0
- Critical path endpoint category: flop
- XOR Share, Synth: 2.72%
- Yosys top cell by area: dfxtp_1
- Count of tool warnings: 50
- First-pass GRT wire length: 20700 µm
- Clock buffer count from CTS: 9
- Root buffer cell: clkbuf_16
- Clock Power Share: 57.7%
- Least-Margin Pin Slew: 872 ps
- Clock buffer depth: 2
- Yosys top cell by instances: dfxtp_1
- Internal Power: 1.64 mW
- Critical-path cell list: inv_1 -> ha_1 -> mux2_2 -> o22ai_1 -> o221ai_1 -> a21o_1
- Syn Std Cell Area: 4830 µm²
- HPWL after detailed placement: 8450 µm
- Fill count: 1115
- Post-route ant nets: 0
- Total Power: 2.07 mW
- Critical path type: reg -> reg
- Synth top area cells: dfxtp_1 (26%), ha_1 (8.3%), a21oi_1 (5.2%)
- Hold WS: 466 ps
- Via count: 4389
- Initial antenna violation count: 0
- RR Endpoint: U_OV7670_config_rom.dout[4]
- Final Instance Count excl. Fillers: 724
- FP Core Util: 41.6%
- Dominant comb cell: AND-OR/OR-AND gates
- Cells after DPL: 708
- Worst min-delay path startpoint: U_I2C_clk_gen.counter[0]
- Worst Hold Endpoint: U_I2C_clk_gen.counter[0]
- Yosys stat cell total: 600
==> power by group through the flow <==
| stage | clock network, mW | logic, mW | registers [mW] |
|---|---|---|---|
| 4_1_cts | 1.21 | 0.0368 | 0.839 |
| 5_1_grt | 1.25 | 0.0412 | 0.841 |
| 6_report | 1.19 | 0.0365 | 0.840 |
==> cell type report <==
class,instances,area [µm²],area share [%]
Tap cell,143,179,3.42
Timing Repair Buffer,13,118,2.25
Inverter,23,86.3,1.65
Multi-Input combinational cell,465,3210,61.3
Clock buffer,9,225,4.31
Clock inverter,7,125,2.39
Sequential cell,64,1290,24.7
==> state kept, by name, summed over array words and instances (netlist names) <==
name                             cells
U_I2C_clk_gen.counter                9
U_I2C_clk_gen.I2C_clk_400khz         1
U_SCCB_controlUnit.r_addr            8
U_SCCB_controlUnit.bitCount          6
U_SCCB_controlUnit.dataBit           6
U_OV7670_config_rom.dout            16
U_SCCB_controlUnit.initProcess       1
U_SCCB_controlUnit.r_sda             1
U_SCCB_controlUnit.sda_state         6
U_SCCB_controlUnit.scl_state         7
U_SCCB_controlUnit.r_scl             1
U_SCCB_controlUnit.r_I2C_clk_en      1
startSig                             1
==> worst max-delay path by stage <==
stage / to / slack [ps] / cells past startpoint
after CTS: U_OV7670_config_rom.dout[11] / 690 / 6
after global routing: U_OV7670_config_rom.dout[6] / 540 / 7
final: U_OV7670_config_rom.dout[4] / 630 / 6
==> per-stage QoR <==
stage | utilization (%) | area, µm² | worst slack [ps]
after floorplan | - | 4830 | 654
after global placement | 42.0 | 4880 | 703
after detailed placement | 42.0 | 4880 | 701
after CTS | 45.0 | 5230 | 692
after global routing | 45.0 | 5230 | 539
final | 45.0 | 5230 | 627
==> routing by layer <==
metal | part of all wire [%] | GRT usage, % | wire [µm] | up-vias
li1 | - | - | - | 2139
met1 | 46 | 31.4 | 5760 | 2008
met2 | 43 | 31.1 | 5350 | 195
met3 | 8.1 | 4.21 | 1010 | 47
met4 | 3.3 | 5.51 | 409 | 0
met5 | 0 | 0 | 0 | -
==> worst max-delay path: cells and delay by family, from the launching register on <==
family	cells	cell delay (ps)
AOI/OAI and AO/OA	3	560
adders and majority gates	1	480
buffers and inverters	1	460
DFF	1	580
muxes	1	270
==> cell families (layout without fill, tap and decap cells) <==
logic type      after synthesis  count (layout)
xor+xnor                     15              15
fa+ha+maj                    32              32
flops                        64              64
compound gates              182             182
other cells                   1               1
mux                          23              23
buf+inv                      71              52
simple gates                212             212
==> cells in the final DEF (no fill, tap or decap), drive strengths merged, types with 14 or more instances in the layout <==
| cell | n |
|---|---|
| nand2b | 19 |
| nand3 | 19 |
| ha | 32 |
| nand2 | 47 |
| nor2 | 56 |
| nor2b | 14 |
| dfxtp | 63 |
| inv | 25 |
| a21oi | 50 |
| nor3 | 19 |
| o21ai | 22 |
Power and IR drop assume default switching activity.
